--- flow/config.mk ---
export PLATFORM = sky130hd
export DESIGN_NAME = wrapper
export DESIGN_NICKNAME = wrapper
export VERILOG_FILES = /design/flow/design.v
export SDC_FILE = /design/flow/constraint.sdc
export NUM_CORES = 4
export LEC_CHECK = 1
export CORE_UTILIZATION = 40
--- flow/constraint.sdc ---
current_design wrapper

set clk_period 5.7
set clk_io_pct 0.2

create_clock -name clk0 -period $clk_period [get_ports {CLOCK_50}]

set non_clock_inputs [all_inputs -no_clocks]
set_input_delay [expr $clk_period * $clk_io_pct] -clock clk0 $non_clock_inputs
set_output_delay [expr $clk_period * $clk_io_pct] -clock clk0 [all_outputs]
--- flow/design.v ---
module wrapper (
	input logic CLOCK_50,
	input logic  [0:0]KEY,
	input logic  [1:1] SW,
	output logic [19:0] GPIO_0
);
tong_hop tong_hop_dut(
	.clk_i(CLOCK_50),
	.rst(KEY[0]),
	.l_red_A(GPIO_0[0]),
	.l_yellow_A(GPIO_0[1]),
	.l_green_A(GPIO_0[2]),
	.l_red_B(GPIO_0[3]),
	.l_yellow_B(GPIO_0[4]),
	.l_green_B(GPIO_0[5]),
	.led_A(GPIO_0[12:6]),
	.led_B(GPIO_0[19:13])
);
endmodule
module fsm(
	input logic clk_f,  
	input logic rst_i,  
	input logic button_i,  
	output logic l_red_A,  
	output logic l_yellow_A,  
	output logic l_green_A,  
	output logic l_red_B,  
	output logic l_yellow_B,  
	output logic l_green_B,  
	output logic [3:0] l_7_A,  
	output logic [3:0] l_7_B  
);
parameter [1:0] S0=2'b00,S1=2'b01,S2=2'b10,S3=2'b11;  
logic [1:0] pre_state, next_state; 
logic [3:0] C_o;  
always_ff @(posedge clk_f) begin 
	if(rst_i==0)  pre_state<=S0;  
	else  pre_state<=next_state; 
	end
always_ff @(posedge clk_f) begin
if(pre_state==S0 || pre_state==S2) C_o<=3;
else if(pre_state==S1 || pre_state==S3) C_o<=C_o-1;
 end     
always@(pre_state or button_i or C_o) begin 
 case(pre_state) 
  S0: if(button_i)  next_state = S1;  
       else  next_state=S0;  
  S1:if(C_o==0) next_state = S2;
  else next_state =S1;
  S2: if(!button_i)  next_state =S3; 
  		else  next_state=S2; 
  S3: if(C_o==0) next_state =S0;
  	else next_state = S3;
  	endcase
  	end
 always_comb begin
 	case(pre_state)
 		S0: begin 
 			l_red_A=0;
 			l_yellow_A=0;
 			l_green_A=1; 
 			l_red_B = 1;  
 			l_yellow_B=0;
 			l_green_B =0;
 			l_7_A=4'b1001;  
 			l_7_B=4'b1001;  
 			end
 		S1: begin
 			l_red_A= 0;
 			l_yellow_A= 1;  
 			l_green_A=0;
 			l_red_B= 1;  
 			l_yellow_B=0;
 			l_green_B=0;	
			l_7_A=C_o;  
			l_7_B=4'b1001;  
 			end
 		S2:  begin
 			l_red_A= 1;  
 			l_yellow_A= 0;
 			l_green_A=0;
 			l_red_B= 0;
 			l_yellow_B=0;
 			l_green_B=1;  
 			l_7_A=4'b1001;  
 			l_7_B=4'b1001;  
 			end
 		S3: begin 
 			l_red_A= 1;  
 			l_yellow_A= 0;
 			l_green_A=0;
 			l_red_B= 0;
 			l_yellow_B=1;  
 			l_green_B=0;	
 			l_7_A=4'b1001;  
 			l_7_B=C_o;  
 			end
 		endcase 
 		end
 endmodule
module hexled (
	input logic [3:0] l_7_A,
	input logic [3:0] l_7_B,
	output logic [6:0] led_A,
	output logic [6:0] led_B
); 
always_comb begin 
	case(l_7_A)
		4'b0000: led_A= 7'b1000000; 
		4'b0001: led_A= 7'b1111001;  
		4'b0010: led_A= 7'b0100100;  
		4'b0011: led_A= 7'b0110000;  
		4'b0100: led_A= 7'b0011001;  
		4'b0101: led_A= 7'b0010010;  
		4'b0110: led_A= 7'b0000010;  
		4'b0111: led_A= 7'b1011000;  
		4'b1000: led_A= 7'b0000000;  
		4'b1001: led_A= 7'b0010000;  
		default: led_A= 7'b0000000;  
	endcase 
	case(l_7_B)
		4'b0000: led_B=  7'b1000000; 
		4'b0001: led_B= 7'b1111001;  
		4'b0010: led_B= 7'b0100100;  
		4'b0011: led_B= 7'b0110000;  
		4'b0100: led_B= 7'b0011001;  
		4'b0101: led_B= 7'b0010010;  
		4'b0110: led_B= 7'b0000010;  
		4'b0111: led_B= 7'b1011000;  
		4'b1000: led_B= 7'b0000000;  
		4'b1001: led_B = 7'b0010000;  
		default: led_B= 7'b0000000;  
	endcase
	end
endmodule 
module secgen (
	input logic clk,
	input logic rst,
	output logic sec
);
parameter CLKCONST = 50000000;  
reg [25:0] temp;  
wire tmpzr;
assign tmpzr = temp == 0;
always_ff @(posedge clk) begin
if (rst==0)
temp <= CLKCONST;  
else if (tmpzr)
temp <= CLKCONST;
else
temp <= temp - 1;
end
assign sec = tmpzr;
endmodule
module tong_hop (
	input logic clk_i,
	input logic button,
	input logic rst,
	output logic l_red_A,
	output logic l_yellow_A,
	output logic l_green_A,
	output logic l_red_B,
	output logic l_yellow_B,
	output logic l_green_B,
	output logic [6:0] led_A,
	output logic [6:0] led_B
);
logic X;  
logic [3:0] Z;  
logic [3:0] W;  
secgen secgen_dut (
	.clk(clk_i),
	.rst(rst),
	.sec(X)
);
fsm fsm_dut(
	.clk_f(X),
	.rst_i(rst),
	.button_i(button),
	.l_red_A(l_red_A),
	.l_yellow_A(l_yellow_A),
	.l_green_A(l_green_A),
	.l_red_B(l_red_B),
	.l_yellow_B(l_yellow_B),
	.l_green_B(l_green_B),
	.l_7_A(Z),
	.l_7_B(W)
);
hexled hexled_dut(
	.l_7_A(Z),
	.l_7_B(W),
	.led_A(led_A),
	.led_B(led_B)
);
endmodule 
--- flow/run.sh ---
#!/bin/bash
# OpenROAD 26Q1-2900-gdf79404cd8, Yosys 0.63+post, stock flow scripts
make -C /OpenROAD-flow-scripts/flow DESIGN_CONFIG=/design/flow/config.mk WORK_HOME=/design/flow/orfs finish
==> job_summary.md <==
## Implementation flow summary

| Metric | Value |
|---|---|
| Outcome | `finished clean` |
| Cells after DPL | `297` |
| DRT Pass-1 Iters | `22` |
| Fin cells | `301` |
| Row count | `24` |
| Via density | `5.259` |
| CTS Buffer Depth | `2` |
| Largest net degree at the start of global routing | `20` |
| Worst setup SP type | `flip-flop` |
| First-pass GRT wire length | `6375 um` |
| TritonCTS Buffers | `3` |
| Wire per inst | `11.67 um` |
| Yosys cell count | `239` |
| Clock latency (worst-skew pair) | `0.27 ns` |
| Leakage power | `0.7985 nW` |
| Max incr delay on CP | `0.66 ns` |
| Syn Area/Cell | `8.031 sq um` |
| Clock skew | `0.009403 ns` |
| Critical path arrival | `2.73 ns` |
| Worst Tran Pin Value | `0.7159 ns` |
| Peak VDD IR | `0.1276 mV` |
| Vias in the first global route | `1451` |
| I/O pins | `23` |
| Clock power frac | `35.3%` |
| Int Pwr | `318.3 uW` |
| Max Clk Rate | `0.3863 GHz` |
| Unrepaired setup endpoints after global routing | `false` |
| Logic area | `1087 sq um` |
| Post-Syn Area | `1919 sq um` |
| Max-area cell share | `35.46%` |
| GPL Wtd Cong | `0.7867` |
| Post-CTS sizing | `0` |
| Layout cell share with drive strength beyond 1 | `5.221%` |
| Worst-path clk slew | `0.09 ns` |
| Setup-failing EPs final | `0` |
| Hold_buf cts | `0` |
| Root Driver | `clkbuf_8` |
| NetSw | `107.8 uW` |
| YS chip area | `1919 sq um` |
| Flop pwr share | `49.2%` |
| Req. time, crit path | `5.85 ns` |
| GRT overflow | `0` |
| TritonCTS clock tree | `done` |
| # port buffers | `21` |
| Floorplan utilization | `42.90%` |
| Post-synthesis sequential area ratio | `35.46%` |
| Chip width | `71.27 um` |
| Max Slew Vio Count | `0` |
| Initial antenna violation count | `0` |
| Final period util | `45.41%` |
| P&R area growth vs syn | `13.49%` |
| Core area | `4474 sq um` |
| Number of enable flip-flop cells | `0` |
| ANT cells | `0` |
| Log Warnings | `33` |
| Chip area | `5079 sq um` |
| Logic pwr share | `15.4%` |
| Register pins left without a clock | `8` |
| Hpwl dp | `2548 um` |
| H-tree Lvls | `1` |
| Max-cap viol count | `0` |
| Crit path time final | `2.588 ns` |
| Flop area | `680.7 sq um` |
| Dpl cell area | `2107 sq um` |
| Endpoint class of the critical path | `flip-flop` |
| Endpoints left unconstrained | `28` |
| Die y size | `71.27 um` |
| Crit-path max FO | `13` |
| Total Wirelength | `3513 um` |
| Worst rel slew slack | `51.60%` |
| CP Cell Sequence | `inv_1, ha_1, nor4b_1, nand4_1, o31ai_4, nor2_1` |
| Fill cell count | `437` |
| Setup TNS | `0 ns` |
| Top cells by area | `dfxtp_1, ha_1, nand2_1` |
| Utilization after layout | `48.69%` |
| Yosys reg bits | `34` |
| Yosys warnings | `4` |
| Post-synth top flop | `dfxtp_1` |
| CP top delay family | `simple AND/OR/NAND/NOR gates` |
| WS Path Type | `reg -> reg` |
| Total GRT Usage | `15.43%` |
| Drt drc | `0` |
| Antenna Nets Post-Route | `0` |
| DR vias | `1583` |
| Power Density | `195.6 nW/um^2` |
| Yosys cell types | `38` |
| Leading area contributor after synthesis | `dfxtp_1` |
| Net Sw Frac | `25.30%` |
| Post-synth ARST share | `0%` |
| Final hold vios | `0` |
| Mapped Cells | `239` |
| CP max stage cell | `o31ai_4` |
| Final cell area excluding filler cells | `2178 sq um` |
| Initial detailed-routing violation count | `64` |
| WP buf/inv | `1` |
| Setup bufs post-CTS | `0` |
| HP Class | `reg -> reg` |
[placed cells by master (no fill, tap or decap), types with 3 or more instances in the layout]
cell type,synthesis,routed
nand2b_1,4,4
nand3_1,9,9
dfxtp_1,34,34
clkbuf_8,0,3
inv_1,13,13
nor3_1,9,9
or3_1,4,4
xnor2_1,4,4
nand4_1,5,5
nand2_1,28,28
nor4_1,6,6
xor2_1,8,8
o21ai_0,9,9
clkdlybuf4s50_1,0,21
o31ai_1,7,7
nor2_1,22,22
or4_1,7,7
a21oi_1,15,15
nor2b_1,4,4
nor3b_1,3,3
ha_1,11,11
[power by group through the flow]
stage	combinational [mW]	clock [mW]	sequential [mW]
CTS	0.0661	0.157	0.210
global route	0.0754	0.164	0.213
finish	0.0657	0.151	0.210
[registers in the layout, indices dropped and copies added, names as in the netlist]
name and cells:
tong_hop_dut.fsm_dut.C_o 4, tong_hop_dut.fsm_dut.pre_state 4, tong_hop_dut.secgen_dut.temp 26
[worst paths after layout]
path / startpoint / to / cells after the start / slack, ns
max reg2reg: tong_hop_dut.secgen_dut.temp[0]$_SDFF_PP0_ / tong_hop_dut.secgen_dut.temp[3]$_SDFF_PP0_ / 6 / 3.11
min: tong_hop_dut.secgen_dut.temp[0]$_SDFF_PP0_ / tong_hop_dut.secgen_dut.temp[0]$_SDFF_PP0_ / 1 / 0.46
max: tong_hop_dut.secgen_dut.temp[0]$_SDFF_PP0_ / tong_hop_dut.secgen_dut.temp[3]$_SDFF_PP0_ / 6 / 3.11
min reg2reg: tong_hop_dut.secgen_dut.temp[0]$_SDFF_PP0_ / tong_hop_dut.secgen_dut.temp[0]$_SDFF_PP0_ / 1 / 0.46
[layout make-up]
cell class                 instances  area share (%)
timing repair buffer              23           10.34
inverter                          13           2.240
clock inverter                     1           1.379
sequential                        34           31.25
multi-input combinational        175           49.91
clock buffer                       3           1.895
tap                               52           2.987
[per-stage QoR]
| step | total power, mW | hold slack, ns | setup WS, ns |
|---|---|---|---|
| floorplan | 0.2655 | 0.4136 | 3.663 |
| global placement | 0.2791 | 0.4296 | 3.114 |
| detailed placement | 0.2800 | 0.4409 | 3.126 |
| CTS | 0.4331 | 0.4607 | 3.143 |
| global route | 0.4527 | 0.4988 | 2.914 |
| finish | 0.4261 | 0.4556 | 3.112 |
[logic make-up (layout without fill, tap and decap cells)]
group / Yosys count / count (layout) / share of synthesized area, %
muxes: 1 / 1 / 0.5867
DFF: 34 / 34 / 35.46
and+or+nand+nor: 112 / 112 / 30.44
adders and majority gates: 11 / 11 / 7.171
AOI/OAI and AO/OA: 39 / 39 / 12.97
buffers and inverters: 30 / 40 / 7.888
xor gates and xnor gates: 12 / 12 / 5.476
[layer usage]
| metal | vias up | global-route usage, % | wire [um] |
|---|---|---|---|
| met5 | - | 0 | 0 |
| met4 | 0 | 2.889 | 71 |
| met3 | 9 | 1.284 | 87 |
| met2 | 25 | 25.40 | 1578 |
| met1 | 701 | 23.04 | 1775 |
| li1 | 848 | - | - |
[cells in the mapped netlist, drive strengths merged, types with 2 or more instances]
master and count:
a21oi 15, buf 9, clkbuf 8, dfxtp 34, ha 11, inv 13, nand2 28, nand2b 4
nand3 9, nand3b 2, nand4 5, nor2 22, nor2b 4, nor3 9, nor3b 3, nor4 6
o21a 2, o21ai 9, o31a 2, o31ai 8, or2 2, or3 6, or4 8, xnor2 4
xor2 8
Power is estimated from default activity; no workload was simulated.
